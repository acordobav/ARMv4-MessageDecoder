### ./config.mk
export PLATFORM = sky130hd
export DESIGN_NAME = Cond_Check
export DESIGN_NICKNAME = Cond_Check
export VERILOG_FILES = /design/flow/design.v
export SDC_FILE = /design/flow/constraint.sdc
export NUM_CORES = 4
export LEC_CHECK = 1
export CORE_AREA = 10 10 70 70
export DIE_AREA = 0 0 80 80
### ./constraint.sdc
current_design Cond_Check

set clk_period 1.5
set clk_io_pct 0.2

create_clock -name clk0 -period $clk_period

set non_clock_inputs [all_inputs -no_clocks]
set_input_delay [expr $clk_period * $clk_io_pct] -clock clk0 $non_clock_inputs
set_output_delay [expr $clk_period * $clk_io_pct] -clock clk0 [all_outputs]
### ./design.v
module Cond_Check(input logic [3:0] Cond,
						input logic [3:0] Flags,
						output logic CondEx);
	logic N, Z, C, V;
	assign N = Flags[3];
	assign Z = Flags[2];
	assign C = Flags[1];
	assign V = Flags[0];
	always_comb begin
		case(Cond)
			4'b0000: CondEx = Z;					 
			4'b0001: CondEx = ~Z;				 
			4'b0010: CondEx = C;              
			4'b0011: CondEx = ~C;             
			4'b0100: CondEx = N;					 
			4'b0101: CondEx = ~N;				 
			4'b0110: CondEx = V;              
			4'b0111: CondEx = ~V;				 
			4'b1000: CondEx = ~Z & C;			 
			4'b1001: CondEx = Z | ~C;			 
			4'b1010: CondEx = ~(N ^ V);		 
			4'b1011: CondEx = N ^ V;          
			4'b1100: CondEx = ~Z & ~(N ^ V);  
			4'b1101: CondEx = Z | (N ^ V);    
			4'b1110: CondEx = 1'b1;				 
			default: CondEx = 1'bx;
		endcase
	end
endmodule 
### ./run.sh
#!/bin/bash
# OpenROAD 26Q1-2900-gdf79404cd8, Yosys 0.63+post, stock flow scripts
make -C /OpenROAD-flow-scripts/flow DESIGN_CONFIG=/design/flow/config.mk WORK_HOME=/design/flow/orfs finish
==> results.sh <==
# source this file to load flow results
export IMPL_run_status="finished with violations"
export IMPL_violated_checks="setup timing"
export IMPL_floorplan_core_util_pct=6.74
export IMPL_power_ir_vdd_worst_uv=46.4
export IMPL_drt_iter0_drc=7
export IMPL_ys_seq_share_pct=0
export IMPL_setup_worst_path_start_class="input port"
export IMPL_wl_per_cell_um=7.92
export IMPL_yosys_stat_cells=32
export IMPL_setup_slack_after_layout_ns=-0.252
export IMPL_row_count=21
export IMPL_vias=313
export IMPL_slew_headroom_pct=86.8
export IMPL_area_sequential_sq_um=0
export IMPL_fp_dieH_um=80
export IMPL_hold_path_depth=4
export IMPL_rsz_0062_raised_after_global_routing="yes"
export IMPL_setup_violations_final=1
export IMPL_cp_data_required_time_ns=1.20
export IMPL_layout_cells_most_common_list="sky130_fd_sc_hd__buf_4, sky130_fd_sc_hd__nand2_1, sky130_fd_sc_hd__nor2_1, sky130_fd_sc_hd__buf_6"
export IMPL_crit_type="in2out"
export IMPL_power_static_leakage_nw=0.190
export IMPL_tightestPinTransition_ns=0.197
export IMPL_die_size_x_um=80
export IMPL_min_tclk_post_route_ns=1.75
export IMPL_hold_viol=0
export IMPL_ios=9
export IMPL_count_of_tool_warnings=35
export IMPL_antenna_found_initial=0
export IMPL_global_route_usage_over_all_layers_pct=2.22
export IMPL_netlist_instances=32
export IMPL_critPathCapture="CondEx"
export IMPL_place_gp_congestion=0.761
export IMPL_ys_warnings_count=1
export IMPL_yosysUniqueCellTypes=25
export IMPL_die_area_sq_mm=0.00640
export IMPL_cts_hold_buffers_added=0
export IMPL_final_layout_top_logic_cell="sky130_fd_sc_hd__buf_4"
export IMPL_worst_hold_path_type="in2out"
export IMPL_slew_viol_final=0
export IMPL_clkbuf_count=0
export IMPL_postPlaceCellArea_sq_um=425
export IMPL_drtPass1Iterations=2
export IMPL_share_of_cells_above_drive_strength_1_pct=56.0
export IMPL_vias_per_cell=3.26
export IMPL_syn_cell_area_sq_um=230
export IMPL_power_density_cell_area_mw_per_mm2=250
export IMPL_avgSynthCellArea_sq_um=7.19
export IMPL_number_of_global_route_vias_before_repair=310
export IMPL_crit_path_max_fanout=7
export IMPL_max_cap_viol_count=0
export IMPL_final_area_sq_um=465
export IMPL_maximum_number_of_pins_on_one_net_before_global_route_repair=8
export IMPL_timing_fmax_ghz=0.571
export IMPL_detail_route_drc_violations=0
export IMPL_setup_worst_path_end_class="primary output"
export IMPL_nFlopsAndLatches=0
export IMPL_ant_nets=0
export IMPL_detailed_place_hpwl_um=639
export IMPL_detail_route_wirelength_um=760
export IMPL_arrival_ns=1.45
export IMPL_final_min_period_over_clock_period_pct=117
export IMPL_dp_worst_setup_slack_ns=-1.10
export IMPL_global_route_overflow_total=0
export IMPL_synth_area_yosys_sq_um=230
export IMPL_count_of_antenna_diodes_in_the_layout=0
export IMPL_grt_pass1_wl_mm=1.24
export IMPL_place_port_buffers=9
export IMPL_core_area_sq_mm=0.00342
export IMPL_critical_path_startpoint="Cond[2]"
export IMPL_p_r_area_growth_vs_syn_pct=102
==> routing by layer <==
metal / global-route usage, % / part of all wire, % / vias up
met3: 0.341 / 5.5 / 0
li1: - / - / 162
met5: 0 / 0 / -
met1: 2.44 / 44 / 147
met2: 4.49 / 51 / 4
met4: 0 / 0 / 0
==> worst min-delay path by stage <==
stage / from / endpoint / slack, ns
CTS: Flags[2] / CondEx / 0.95
global route: Flags[2] / CondEx / 0.99
finish: Flags[2] / CondEx / 0.94
==> logic make-up after synthesis <==
kind of cell / after synthesis / share of synthesized area (%)
AND-OR/OR-AND: 11 / 37.0
XOR/XNOR: 1 / 3.81
buffers and inverters: 4 / 13.6
AND/OR/NAND/NOR: 16 / 45.7
==> layout make-up <==
type / instances / area [sq um]
Inverter: 1 / 3.75
Timing Repair Buffer: 21 / 178
Multi-Input combinational cell: 28 / 226
Tap cell: 46 / 57.6
Fill cell: 389 / 2950
==> per-stage QoR <==
step           utilization (%)  cells  total power [mW]  hold slack (ns)  setup TNS [ns]
2_1_floorplan                -     32            0.0477            0.700         -0.0429
6_report                  13.6     96             0.116            0.944          -0.252
4_1_cts                   13.4     96             0.114            0.954          -0.259
3_3_place_gp              12.5     94             0.103             1.64           -1.09
3_5_place_dp              12.5     94             0.104             1.64           -1.10
5_1_grt                   13.6     96             0.127            0.991          -0.314
==> synth_stat cells, drive strengths merged <==
cell | n | area, sq um
a2111o | 1 | 11.3
nand4 | 1 | 6.26
xnor2 | 1 | 8.76
o21ba | 1 | 10.0
o211ai | 1 | 7.51
nor2 | 3 | 11.3
nand4bb | 1 | 11.3
a221oi | 1 | 8.76
and3b | 1 | 8.76
a21oi | 1 | 5.00
o21ai | 1 | 5.00
a31oi | 1 | 6.26
and2b | 2 | 17.5
a22o | 1 | 8.76
nand2 | 3 | 11.3
or2b | 1 | 8.76
clkbuf | 1 | 5.00
and2 | 1 | 7.51
a32oi | 1 | 8.76
o22ai | 1 | 6.26
nand3b | 2 | 15.0
a211oi | 1 | 7.51
or3 | 1 | 7.51
buf | 2 | 22.5
inv | 1 | 3.75
==> critical path, cell delays in order <==
cell and delay, ns:
sky130_fd_sc_hd__buf_8 0.11, sky130_fd_sc_hd__and3b_1 0.19, sky130_fd_sc_hd__a22o_1 0.21, sky130_fd_sc_hd__a2111o_1 0.36, sky130_fd_sc_hd__a31oi_1 0.17, sky130_fd_sc_hd__buf_2 0.12
==> report_power, final <==
group / leakage [nW] / internal, mW / switching [mW]
clock: 0 / 0 / 0
combinational: 0.190 / 0.0732 / 0.0431
sequential: 0 / 0 / 0
total: 0.190 / 0.0732 / 0.0431
==> repair_timing <==
item                                    4_1_cts  5_1_grt
pin swaps                                     6        2
resized                                      41        2
setup buffers                                 2        0
endpoints found under the setup margin        1        1
Power and IR drop assume default switching activity.
