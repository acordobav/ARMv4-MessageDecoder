$ cat flow/run.sh
#!/bin/bash
# OpenROAD 26Q1-2900-gdf79404cd8, Yosys 0.63+post, stock flow scripts
make -C /OpenROAD-flow-scripts/flow DESIGN_CONFIG=/design/flow/config.mk WORK_HOME=/design/flow/orfs finish
$ cat flow/config.mk
export PLATFORM = sky130hd
export DESIGN_NAME = Comparator
export DESIGN_NICKNAME = Comparator
export VERILOG_FILES = /design/flow/design.v
export SDC_FILE = /design/flow/constraint.sdc
export NUM_CORES = 4
export LEC_CHECK = 1
export CORE_AREA = 10 10 70 70
export DIE_AREA = 0 0 80 80
$ cat flow/constraint.sdc
current_design Comparator

set clk_period 1.0
set clk_io_pct 0.2

create_clock -name clk0 -period $clk_period

set non_clock_inputs [all_inputs -no_clocks]
set_input_delay [expr $clk_period * $clk_io_pct] -clock clk0 $non_clock_inputs
set_output_delay [expr $clk_period * $clk_io_pct] -clock clk0 [all_outputs]
$ cat flow/design.v
module Comparator #(N = 8) (input  logic [N-1:0] A, B,
									 output logic equal);
assign equal = (A == B);
endmodule 
==> flow_summary.toml <==
# yosys + openroad results
[placement]
placedCellCount = 74
gp_congestion = 0.703
io_buffers = 17

[yosys]
syn_area_sq_um = 86.3
yosysTopAreaCell = "xnor2_1"
yosys.stat.seqShare = 0
ys_area_sq_um = 86.3
topCellsByArea = "xnor2_1 (81%), nand4_1 (14%), nor2_1 (4.3%)"
syn_inst = 11
yosys_warnings = 0
synth_area_per_cell_sq_um = 7.85
top_area_frac = 0.812
synth_stat.cells = 11
yosysUniqueCellTypes = 3

[setup_path]
required_ps = 800
crit_slowest_cell = "xnor2_2"
critical_path_class = "in2out"
worstPathArrival_ps = 790
critPathMaxStageDelay_ps = 150
crit_path_max_fanout = 1
crit_path_start_kind = "input port"
cp-end-kind = "output port"
worstPathCellList = "buf_6 -> xnor2_2 -> nand4_1 -> nor2_1 -> buf_2"
crit_path_start = "B[1]"
crit_path_end = "equal"

[floorplanning]
rows = 21
dieArea_sq_mm = 0.00640
die_y_um = 80
fp_util = 0.0253
core_sq_mm = 0.00342
die_w_um = 80
boundaryPins = 17

[finish]
drive_gt1_frac = 0.821
final.clkbuf_count = 0
final_util = 0.0912
area_growth_pct = 261
regArea_sq_um = 0
finalNonFillerCells = 74
ff_count = 0

[power]
total_leakage_power_nw = 0.133
p_per_area_mw_per_mm2 = 348
seqPwrFrac = 0
p_sw_mw = 0.0342
cellInternalPower_mw = 0.0742
vdd_drop_max_v = 0.0000586
clockPowerShare = 0
p_comb_frac = 1.000
p_sw_frac = 0.315

[global_routing]
grt_max_degree = 2
grt_pass1_wl_um = 759
grt_pass1_vias = 155
gr-usage-all-layers = 0.0141
antenna_found_initial = 0
grt_overflow_total = 0

[drt]
drc = 0
post_drt_wl_per_cell_um = 6.92
dr.first_iter.drc_count = 0
drtPass1Iterations = 1
antenna_cells = 0
viasPerCell = 1.88
postRouteAntennaNets = 0
drt-total-wl_um = 512
vias = 139

[job]
max_cap_viol_count = 0
warnings = 33

[timing]
hold_viol_final = 0
setup_viol = 0
finalSetupTns_ps = 0
finalClockPeriodUsage = 0.987
whs_ps = 746
worst_pin_slew_ps = 130
rsz0062_at_grt = "true"
maxSlewHeadroom = 0.912
period_needed_ps = 987
finalMaxSlewViolations = 0
max_freq_mhz = 1010

[clocking]
postCtsHoldBufs = 0

[worst_hold_path]
hold_path.class = "in2out"

[status]
status = "finished clean"
how the worst min path moves through the flow:
stage	depth (start not counted)	to	start
6_report	5	equal	B[7]
5_1_grt	5	equal	A[7]
4_1_cts	5	equal	B[7]
worst max-delay path, delay by kind of cell:
kind	cells	cell delay [ps]
XOR/XNOR	1	150
buffers and inverters	2	200
AND/OR/NAND/NOR	2	250
cells in the final DEF (no fill, tap or decap):
cell / instances
buf_2: 11
xnor2_2: 6
buf_6: 6
nand4_1: 2
xnor2_1: 2
nor2_1: 1
logic make-up (layout without fill, tap and decap cells):
logic type	count (synthesis)	count (layout)	share of synthesized area
XOR/XNOR	8	8	0.812
buffers and inverters	0	17	0
AND/OR/NAND/NOR	3	3	0.188
power groups by stage:
| stage | logic [mW] | clock network (mW) | registers [mW] |
|---|---|---|---|
| 5_1_grt | 0.116 | 0 | 0 |
| 4_1_cts | 0.0844 | 0 | 0 |
| 6_report | 0.108 | 0 | 0 |
layer usage:
metal	vias to the layer above	wire length (um)	track usage	part of all wire
met5	-	0	0	0
met4	0	0	0	0
met3	0	41	0.00341	0.080
met2	7	241	0.0249	0.47
met1	61	228	0.0178	0.45
li1	71	-	-	-
Yosys cell counts (all sizes together):
library cell,instances
nor2,1
nand4,2
xnor2,8
cell type report:
class / instances / area, sq um
Tap cell: 46 / 57.6
Timing Repair Buffer: 17 / 123
Multi-Input combinational cell: 11 / 131
Fill cell: 404 / 3100
repair_timing:
item | CTS | global route
pin swaps | 11 | 5
gates resized | 65 | 8
endpoints found under the setup margin | 1 | 1
buffers inserted | 0 | 0
through the flow:
stage / total power, mW / worst slack, ps / area (sq um)
after floorplan: 0.0307 / 313 / 86.3
after global placement: 0.102 / -741 / 314
after detailed placement: 0.103 / -747 / 314
after CTS: 0.0844 / 0.361 / 256
after global routing: 0.116 / -26.7 / 312
final: 0.108 / 12.6 / 312
Power figures rest on the tool's default switching activity, not on a simulated workload.
